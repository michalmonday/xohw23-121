## /design/flow/run.sh

```bash
#!/bin/bash
# OpenROAD 26Q1-2900-gdf79404cd8, Yosys 0.63+post, stock flow scripts
make -C /OpenROAD-flow-scripts/flow DESIGN_CONFIG=/design/flow/config.mk WORK_HOME=/design/flow/orfs finish
```

## /design/flow/config.mk

```make
export PLATFORM = sky130hd
export DESIGN_NAME = pos_bit_count
export DESIGN_NICKNAME = pos_bit_count
export VERILOG_FILES = /design/flow/design.v
export SDC_FILE = /design/flow/constraint.sdc
export NUM_CORES = 4
export LEC_CHECK = 1
export CORE_AREA = 10 10 477 477
export DIE_AREA = 0 0 487 487
```

## /design/flow/constraint.sdc

```tcl
current_design pos_bit_count

set clk_period 20.9
set clk_io_pct 0.2

create_clock -name clk0 -period $clk_period [get_ports {clk}]

set non_clock_inputs [all_inputs -no_clocks]
set_input_delay [expr $clk_period * $clk_io_pct] -clock clk0 $non_clock_inputs
set_output_delay [expr $clk_period * $clk_io_pct] -clock clk0 [all_outputs]
```

## /design/flow/design.v

```verilog
package continuous_monitoring_system_pkg;
parameter XLEN = 64;
parameter RISC_V_INSTRUCTION_WIDTH = 32;
parameter AXI_DATA_WIDTH = 1024;
parameter BRANCH_OPCODE = 7'b1100011;
parameter JAL_OPCODE = 7'b1101111;
parameter JALR_OPCODE = 7'b1100111;
parameter C_BRANCH_OPCODE = 2'b10;
parameter C_JAL_OPCODE = 2'b01;
parameter C_JALR_OPCODE = 2'b00;
parameter C_BRANCH_FUNCT3_2_MSB = 2'b11;
parameter C_JAL_FUNCT3_3_MSB = 3'b101;
parameter C_JALR_FUNCT4_3_MSB = 3'b100;
parameter RESYNC_TIMER_WIDTH = 8;
parameter RESYNC_TIMER_RESET_VALUE = 8'b00001010;
parameter WFI_INSTRUCTION = 32'h10500073;
parameter CTRL_ADDR_WIDTH = 8;  
parameter CTRL_DATA_WIDTH = 64;  
parameter REGISTER_WIDTH = 128;  
typedef enum logic [CTRL_ADDR_WIDTH - 1 : 0] {  
    TRIGGER_TRACE_START_ADDRESS_ENABLED,
    TRIGGER_TRACE_END_ADDRESS_ENABLED,
    TRIGGER_TRACE_START_ADDRESS,
    TRIGGER_TRACE_END_ADDRESS,
    MONITORED_ADDRESS_RANGE_LOWER_BOUND_ENABLED,
    MONITORED_ADDRESS_RANGE_UPPER_BOUND_ENABLED,
    MONITORED_ADDRESS_RANGE_LOWER_BOUND,
    MONITORED_ADDRESS_RANGE_UPPER_BOUND,
    WFI_STOPPED,
    CLK_COUNTER,
    LAST_WRITE_TIMESTAMP,
    TLAST_INTERVAL,
    HALTING_ON_FULL_FIFO_ENABLED,
    ARBITRARY_HALT,
    ATF_SEED_INPUT,
    ATF_SEED_MASK_INPUT,
    ATF_SEED_ADDRESS,
    ATF_SEED_WRITE_ENABLE,
    ATF_LOWER_BOUND_INPUT,
    ATF_UPPER_BOUND_INPUT,
    ATF_RANGE_ADDRESS,
    ATF_RANGE_WRITE_ENABLE,
    ATF_ACTIVE,
    ATF_MODE
    } ctrl_addr_t;
parameter CLK_COUNTER_WIDTH = 64;
parameter NO_OF_PERFORMANCE_EVENTS = 39;
parameter PERFORMANCE_EVENT_MOD_COUNTER_WIDTH = 7;
parameter DETERMINISTIC_DATA_WIDTH = 1024;  
parameter ATF_NUM_OF_SEEDS = 16;
parameter ATF_RANGES_PER_SEED = 8;
parameter ATF_POS_BITS_BOUNDS_WIDTH = 11;  
parameter ATF_SEED_ADDR_WIDTH = 4;  
parameter ATF_RANGE_ADDR_WIDTH = 3;  
parameter ATF_MODE_PATTERN_COLLECTION = 0;
parameter ATF_MODE_ANOMALY_DETECTION = 1;
endpackage
`timescale 1ns/10ps
import continuous_monitoring_system_pkg::*;
module pos_bit_count #(
    parameter DATA_WIDTH = 1024,
    parameter DATA_WIDTH_LOG2 = 10  
) (
    input clk,
    input rst_n,
    input [DATA_WIDTH-1:0] data_in,
    output reg [DATA_WIDTH_LOG2:0] pos_bit_count = 0
);
    reg [DATA_WIDTH_LOG2:0] temp = 0;
    always @(posedge clk) begin
        if(!rst_n) begin
            pos_bit_count <= 0;
        end
        else begin
            temp = 0;
            for (integer i = 0; i < DATA_WIDTH; i=i+1) begin
                temp = temp + data_in[i];
            end
            pos_bit_count <= temp;
        end
    end
endmodule
```

==> results.toml <==
# implementation run metrics
[final_timing]
worst_pin_slew_ns = 0.755
slew_viol_final = 0
period_used_pct = 70.0
hold_viol_final = 0
setup_tns_ns = 0
timing.slew.headroom_pct = 49.5
fmax_mhz = 68.4
rsz0062_at_grt = "false"
fin_crit_ns = 14.63
setup_viol = 0
hold_ws_ns = 4.80

[worst_setup_path]
critical-path-top-delay-family = "adder cells"
cp-start-kind = "input pin"
critical_path_class = "input pin to register"
cp_slowest_stage_delay_ns = 0.62
crit_buf_inv = 7
path_max_fanout = 4
critPathCaptureType = "register"
cp_slowest_cell = "fa_1"
critPathRequiredTime_ns = 21.07
crit_arrival_ns = 14.79
crit_top_cell = "fa_1"

[clock_tree]
clkTransAtPathRegs_ns = 0.04
cts_max_path_buffers = 2
post_cts_resized = 0
htreeDepth = 1
cts_buffers = 3
root_buffer = "clkbuf_16"
hold_buffers = 0
cts_tree = "done"
cts_setup_buffers = 0
clock_sinks = 11

[drt]
drt_iter0_drc = 319
vias_per_cell = 3.03
route.detailed.drc = 0
vias = 19900
first_pass_iters = 4
ant_nets = 0
detail_route.wl_per_cell_um = 24.2
routed_wl_um = 159000

[yosys]
syn-instance-count = 2643
top_area_share_pct = 72.6
area_leaders = "fa_1 (73%), inv_1 (19%), ha_1 (5.6%), dfxtp_1 (0.80%), o21ai_0 (0.11%)"
syn_area_um2 = 27700
ys_top_cells_by_count = "inv_1 (1435), fa_1 (1004), ha_1 (123)"
ys_seq_share_pct = 0.796
ff_type = "dfxtp_1"
edf_count = 0
yosysMostFrequentCell = "inv_1"
yosysUniqueCellTypes = 34
async_reset_ff_share_pct = 0
postSynthRegisterBits = 11
top_area_cell = "fa_1"
yosysWarnings = 1
yosysCellCount = 2643
ys_chip_area_um2 = 27700
syn_area_per_cell_um2 = 10.5

[job]
warnings = 25
maxCapViolCount = 0

[global_route]
grt_start_max_net_pins = 13
gr-total-overflow = 0
track_usage_pct = 13.9
grt_pass1_vias = 24500
antenna_found_initial = 148
grt_pass1_wl_um = 212000

[final_layout]
area_delta_synth_final_pct = 51.0
largest_reg_flops = 11
utilization_pct = 19.3
fillers = 24000
drive_gt1_share_pct = 0.163
regMostFlops = "pos_bit_count"
top_regs = "pos_bit_count: 11 flops"

[floorplan]
core_area_um2 = 217000
die_x_um = 487
die_h_um = 487
chipArea_um2 = 237000
fp_util_pct = 12.8
io_pins = 1037
rows = 171

[placement]
port_buffers = 1036
gp_congestion = 0.927
dp_hpwl_um = 159000

[hold_path]
holdCritPathClass = "input pin to register"

[run_status]
status = "finished clean"
path summary, 6_finish.rpt:
kind | startpoint | to | slack, ns | cells after the start
worst max-delay path | data_in[365] | pos_bit_count[7]$_SDFF_PN0_ | 6.27 | 27
worst min-delay path | data_in[2] | pos_bit_count[0]$_SDFF_PN0_ | 4.80 | 3
cell type report:
| type | count | area, um^2 | share of cell area (%) |
|---|---|---|---|
| clock buffers | 4 | 78.8 | 0.189 |
| inverters | 1435 | 5390 | 12.9 |
| diodes | 40 | 100 | 0.239 |
| flip-flops and latches | 11 | 220 | 0.527 |
| well taps | 2854 | 3570 | 8.54 |
| multi-input cells | 1196 | 22100 | 52.8 |
| repair buffers | 1036 | 10400 | 24.8 |
layer usage:
layer	part of all wire [%]	GRT usage, %	vias to the layer above	routed length (um)
li1	-	-	8833	-
met1	35	15.7	9760	55200
met2	49	23.2	982	77700
met3	15	8.22	220	23200
met4	1.5	1.60	112	2450
met5	0.41	0	-	649
logic make-up (layout without fill, tap and decap cells):
| group | Yosys count | after routing | synth area share [%] |
|---|---|---|---|
| buffers and inverters | 1436 | 2475 | 19.5 |
| flip-flops | 11 | 11 | 0.796 |
| adder cells (fa/ha/maj) | 1127 | 1127 | 78.2 |
| multiplexers | 2 | 2 | 0.0723 |
| AND-OR/OR-AND | 32 | 32 | 0.805 |
| AND/OR/NAND/NOR | 35 | 35 | 0.683 |
| other | 0 | 40 | 0 |
stage by stage:
| step | worst slack (ns) | instances | cell area, um^2 |
|---|---|---|---|
| 2_1_floorplan | 7.56 | 2643 | 27700 |
| 3_3_place_gp | 5.85 | 6532 | 41600 |
| 3_5_place_dp | 5.85 | 6532 | 41600 |
| 4_1_cts | 6.09 | 6536 | 41700 |
| 5_1_grt | 5.74 | 6549 | 41700 |
| 6_report | 6.27 | 6576 | 41800 |
placed cells by master, fill, tap and decap left out, drive strengths merged, types with 4 or more instances in the layout:
cell | netlist | routed
a211oi | 4 | 4
clkbuf | 1 | 4
clkdlybuf4s50 | 0 | 1036
dfxtp | 11 | 11
diode | 0 | 40
fa | 1004 | 1004
ha | 123 | 123
inv | 1435 | 1435
nand2 | 5 | 5
nor2 | 8 | 8
nor3 | 5 | 5
o21ai | 10 | 10
